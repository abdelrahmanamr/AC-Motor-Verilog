[/design/flow/design.v]
module clk_password(out_1hz,clk);
output out_1hz;
input clk;
reg [27:0] count_reg = 0;
reg out_1hz = 1;
always @(posedge clk) 
begin
        begin
        if (count_reg < 7074999) 
            count_reg <= count_reg + 1;
        else
		    begin
            count_reg <= 0;
            out_1hz <= ~out_1hz;
          end
end
end
endmodule
[/design/flow/run.sh]
#!/bin/bash
# OpenROAD 26Q1-2900-gdf79404cd8, Yosys 0.63+post, stock flow scripts
make -C /OpenROAD-flow-scripts/flow DESIGN_CONFIG=/design/flow/config.mk WORK_HOME=/design/flow/orfs finish
[/design/flow/config.mk]
export PLATFORM = sky130hd
export DESIGN_NAME = clk_password
export DESIGN_NICKNAME = clk_password
export VERILOG_FILES = /design/flow/design.v
export SDC_FILE = /design/flow/constraint.sdc
export NUM_CORES = 4
export LEC_CHECK = 1
export CORE_AREA = 10 10 98 98
export DIE_AREA = 0 0 108 108
[/design/flow/constraint.sdc]
current_design clk_password

set clk_period 4.2
set clk_io_pct 0.2

create_clock -name clk0 -period $clk_period [get_ports {clk}]

set non_clock_inputs [all_inputs -no_clocks]
set_input_delay [expr $clk_period * $clk_io_pct] -clock clk0 $non_clock_inputs
set_output_delay [expr $clk_period * $clk_io_pct] -clock clk0 [all_outputs]
==> metrics.yaml <==
status:
  run_status: "complete, no violations"
synthesis:
  yosysUniqueCellTypes: 33
  edf_count: 1
  top_cells_by_area: "dfxtp_1, xnor2_1, nor3_1, a211oi_1, nand3_1"
  synth_chip_area_um2: 1320
  yosys_cells: 140
  syn_inst: 140
  async_flop_share_pct: 0
  top_cells_by_count: "dfxtp_1, nor3_1, xnor2_1"
  top_area_cell: "dfxtp_1"
  synth_warnings: 1
  netlist_area_um2: 1320
  top_cell: "dfxtp_1"
  ys_seq_share_pct: 44.7
  synth_flops: 29
  flop_cell: "dfxtp_1"
  avgSynthCellArea_um2: 9.43
  synth_top_area_share_pct: 42.5
floorplan:
  floorplan.die.width_um: 108
  die_area_um2: 11700
  row_count: 32
  io_pins: 2
  dieHeight_um: 108
  core_um2: 7650
  fp_util_pct: 17.3
grt:
  grt_max_degree: 24
  grt_pass1_wl_mm: 4.23
  antenna_found_initial: 0
  grt_usage_pct: 4.24
  grt_pass1_vias: 931
  grt.overflow.total: 0
finish:
  final_layout_size_suffix_gt1_share_pct: 10.7
  fin_util_pct: 19.8
  largest_reg_flops: 28
  synthToLayoutAreaGrowth_pct: 14.6
route:
  n_antenna_cell: 0
  drtAntennaViolNets: 0
  vias: 988
  avgRoutedWirePerCell_um: 9.59
  drt_iter0_drc: 54
  wl_mm: 2.41
  viasPerCell: 3.94
  drcViolationCount: 0
  firstDrtPassIters: 4
power_and_ir_drop:
  power.density_nw_per_um2: 335
  total_power_w: 0.000506
  peakVddDrop_mv: 0.174
  p_leak_nw: 0.388
flow_run:
  cap_violations: 0
  tool_warnings: 25
timing:
  finalHoldViolCount: 0
  final.min_clock_period_ns: 2.36
  finalClockPeriodUsage_pct: 56.1
  rsz0062_at_grt: "no"
  tns_ns: 0
  max_slew_margin_pct: 51.8
  clock_skew_ns: 0.00524
  tightest_slew_ns: 0.722
  fmax_mhz: 425
  drv_slew: 0
  setup_viol: 0
cts:
  cts_buffer_depth: 2
  clk_pin_slew_ns: 0.06
  clock_latency_ns: 0.28
  htreeDepth: 2
  cts_made_buffers: 5
  tritoncts: "built"
  clockRootBuffer: "clkbuf_8"
  cts_resized: 0
  post_cts_hold_buffer_count: 0
  post-cts-setup-buffers: 0
  cts.sinks: 29
worst_setup_path:
  cp-start-kind: "flip-flop"
  cp.required_ns: 4.36
  end_kind: "flip-flop"
  setup.worst_path.class: "reg2reg"
  arrival_ns: 2.51
  path_max_fanout: 13
placed_design:
  hpwl_mm: 1.60
  io_buffers: 1
  place.gp.congestion: 0.772
worst_hold_path:
  worstHoldPathType: "reg2reg"
-- layout make-up --
class,instances,area [um2]
Timing Repair Buffer,3,25.0
Sequential cell,29,591
Clock buffer,8,80.1
Multi-Input combinational cell,103,667
Fill cell,832,6130
Tap cell,102,128
Inverter,6,22.5
-- worst paths after layout --
path	from	endpoint	slack [ns]	cells past startpoint
setup / recovery	count_reg[0]	count_reg[2]	1.84	6
hold / removal	count_reg[0]	count_reg[0]	0.52	1
setup reg to reg	count_reg[0]	count_reg[2]	1.84	6
hold reg to reg	count_reg[0]	count_reg[0]	0.52	1
-- critical path: stages, from the launching register on --
cell       delay, ns
dfxtp_1         0.39
ha_1            0.25
a21oi_1         0.09
or4_4           0.43
a2111oi_4       0.68
buf_4           0.32
nor3_1          0.08
-- routing by layer --
metal  part of all wire [%]  vias to the layer above  track usage, %
li1                       -                      520               -
met1                     53                      445            6.25
met2                     41                       16            5.91
met3                    4.0                        7            1.08
met4                    2.6                        0            1.34
met5                      0                        -               0
-- power by group --
part | leakage, nW | internal [W] | switching (W)
combinational | 0.111 | 0.00000407 | 0.00000290
clock | 0.0395 | 0.000117 | 0.0000984
sequential | 0.237 | 0.000282 | 0.00000172
-- stage by stage --
| step | setup WS [ns] | std cells | cell area (um2) | hold slack, ns |
|---|---|---|---|---|
| 2_1_floorplan | 2.23 | 144 | 1340 | 0.449 |
| 3_3_place_gp | 1.90 | 243 | 1430 | 0.465 |
| 3_5_place_dp | 1.88 | 243 | 1430 | 0.483 |
| 4_1_cts | 1.83 | 251 | 1510 | 0.507 |
| 5_1_grt | 1.70 | 251 | 1510 | 0.543 |
| 6_report | 1.84 | 251 | 1510 | 0.515 |
-- kinds of logic after synthesis --
kind of cell             Yosys count  synth area share [%]
buffers and inverters             12                  5.88
XOR/XNOR                          14                  9.29
AND-OR/OR-AND                     20                  11.9
AND/OR/NAND/NOR                   63                  26.9
adder cells (fa/ha/maj)            1                 0.948
flip-flops                        29                  44.7
other                              1                 0.284
-- placed cells by master (no fill, tap or decap), types with 2 or more instances in the layout --
cell type	Yosys	layout
dfxtp_1	28	28
nor3_1	20	20
xnor2_1	12	12
nand3_1	8	8
nand2_1	7	7
nor2_1	6	6
inv_1	6	6
a211oi_1	6	6
o21ai_0	5	5
or3_1	5	5
clkbuf_8	1	5
conb_1	1	5
nand4_1	4	4
nor4_1	4	4
a21oi_1	3	3
or4_4	3	3
clkbuf_1	2	3
xor2_1	2	2
buf_4	0	2
No activity file was given, so power comes from the tool's default toggle rates.
