[flow/config.mk]
export PLATFORM = sky130hd
export DESIGN_NAME = clk_generator
export DESIGN_NICKNAME = clk_generator
export VERILOG_FILES = /design/flow/design.v
export SDC_FILE = /design/flow/constraint.sdc
export NUM_CORES = 4
export LEC_CHECK = 1
export CORE_AREA = 10 10 105 105
export DIE_AREA = 0 0 115 115
[flow/constraint.sdc]
current_design clk_generator

set clk_period 2.7
set clk_io_pct 0.2

create_clock -name clk0 -period $clk_period [get_ports {clk}]

set non_clock_inputs [all_inputs -no_clocks]
set_input_delay [expr $clk_period * $clk_io_pct] -clock clk0 $non_clock_inputs
set_output_delay [expr $clk_period * $clk_io_pct] -clock clk0 [all_outputs]
[flow/design.v]
module clk_generator(out_7hz,clk);
output out_7hz;
input clk;
reg [22:0] count_reg = 0;
reg out_7hz = 0;
always @(posedge clk) 
begin
        if (count_reg < 7074999) 
            count_reg <= count_reg + 1;
        else
		    begin
            count_reg <= 0;
            out_7hz <= ~out_7hz;
          end
end
endmodule
[flow/run.sh]
#!/bin/bash
# OpenROAD 26Q1-2900-gdf79404cd8, Yosys 0.63+post, stock flow scripts
make -C /OpenROAD-flow-scripts/flow DESIGN_CONFIG=/design/flow/config.mk WORK_HOME=/design/flow/orfs finish
==> out/summary.txt <==
Global Route Usage Sum -> 0.03012
Clk pwr share -> 0.404
Antenna Nets Post-Route -> 0
Power density over the cells -> 464.0 mW/mm^2
Endpoints failing hold -> 0
Maxcap violations -> 0
Num rows -> 34
Share of power burned in registers -> 0.596
Largest register FFs -> 23
Synthesized chip area reported by yosys -> 0.001086 mm^2
Design area -> 0.001286 mm^2
Vias in the first global route -> 770
Crit path launch type -> register
Minimum clock period after layout -> 2.104 ns
Avg Inst Size Synth -> 8.758 um^2
Cells along the critical path -> or4b_2, nor4_1, o2111a_1, buf_4
Number of cells in Yosys stat -> 124
Hpwl dp -> 1.363 mm
Clock Tree Root -> clkbuf_8
Vias per inst -> 3.525
Fraction of registers with async set/reset -> 0
Port-buffer cells -> 1
Crit-path max cell delay -> 0.68 ns
H-Tree Depth -> 1
Pwr Total -> 0.5968 mW
Post-CTS Setup Inserts -> 0
Critical path arrival -> 2.08 ns
FP Util -> 0.1239
Combinational power share -> 0
CTS tree -> yes
Diodes inserted -> 0
Switching Fraction -> 0.1864
Pin count of the biggest net entering global routing -> 16
Setup repair after global routing missed its margin -> false
DR pass1 iterations -> 4
Worst Tran Pin Value -> 0.3862 ns
Slew Limit Headroom -> 0.7402
EDFF count, synth -> 1
Core area -> 0.008763 mm^2
Logic area -> 554.3 um^2
Insertion delay at the late pin of the worst-skew pair -> 0.26 ns
FF-to-FF setup slack -> 0.60 ns
Syn Inst Count -> 124
Required time of the worst setup path -> 2.67 ns
Worst hold slack -> 0.4735 ns
Setup Slack @ Placement -> 0.6143 ns
Ys flops -> 24
Hold path cells -> 2
Sw Pwr -> 0.1112 mW
Crit-path max FO -> 15
Distinct cells, synth -> 29
DR iter-0 viols -> 43
Die area -> 0.01323 mm^2
Post-Syn Area -> 0.001086 mm^2
Worst Hold Class -> register to register
Worst-path clk slew -> 0.08 ns
CP Class -> register to register
Die height -> 115 um
DR vias -> 832
Slew Viols, Final -> 0
Clock Sink Count -> 24
Leakage -> 0.4254 nW
Hold Buf Count CTS -> 0
CP max stage cell -> or4b_2
Fraction of layout cells with a size suffix above 1 -> 0.08594
Routability cong. -> 0.8027
DRC -> 0
CTS buffer count -> 3
Setup violations, final -> 0
Maximum VDD drop -> 0.1576 mV
Status -> finished clean
Tool Warnings -> 25
Placed cell area -> 0.001231 mm^2
YS warnings -> 1
FF-to-FF path depth -> 4
Initial antenna violation count -> 0
Final TNS setup -> 0 ns
Top FF cell, synth -> dfxtp_1
Final Cycle Share -> 0.7793
First-pass GRT wire length -> 3.470 mm
Final WS setup -> 0.5958 ns
Register area -> 490.5 um^2
Fmax -> 475.2 MHz
Clock Skew -> 0.002445 ns
Area growth, synth to finish -> 18.43%
Pint -> 0.4856 mW
WL per Instance -> 8.144 um
Die Span X -> 115 um
Ports -> 2
Wirelength, routed -> 1.922 mm
Sequential area share after synthesis -> 0.4516
Filler cell count -> 989
CP Capture Type -> register
Resize count post-CTS -> 0
Max Root-Sink Buffers -> 2
GR Overflow Total -> 0
[final timing paths]
check / start / end
hold / removal: count_reg[22]$_SDFF_PP0_ / count_reg[22]$_SDFF_PP0_
setup reg to reg: count_reg[11]$_SDFF_PP0_ / out_7hz$_DFFE_PP_
setup / recovery: count_reg[11]$_SDFF_PP0_ / out_7hz$_DFFE_PP_
hold reg to reg: count_reg[22]$_SDFF_PP0_ / count_reg[22]$_SDFF_PP0_
[area by class of cell]
| cell class | instances | area share |
|---|---|---|
| Clock buffer | 4 | 0.04280 |
| Inverter | 7 | 0.02043 |
| Multi-Input combinational cell | 90 | 0.4309 |
| Sequential cell | 24 | 0.3813 |
| Tap cell | 108 | 0.1051 |
| Timing Repair Buffer | 3 | 0.01946 |
[synth_stat cells, types with 2 or more instances]
cell,n,area (um^2)
dfxtp_1,23,460.4
nor2_1,17,63.81
a21oi_1,10,50.05
xnor2_1,9,78.83
inv_1,7,26.28
nand3_1,7,35.03
nand2_1,6,22.52
nand4_1,5,31.28
o21ai_0,5,25.02
nor4_1,4,25.02
or4_1,4,30.03
xor2_1,4,35.03
nor3_1,3,15.01
or3_1,3,18.77
buf_2,2,10.01
o31ai_1,2,15.01
[metrics by stage]
step / cells / utilization
2_1_floorplan: 124 / -
3_3_place_gp: 232 / 0.1405
3_5_place_dp: 232 / 0.1405
4_1_cts: 236 / 0.1468
5_1_grt: 236 / 0.1468
6_report: 236 / 0.1468
[worst max-delay path, delay by kind of cell, from the launching register on]
kind,cells,cell delay (ns)
AND/OR/NAND/NOR,2,1.00
flip-flops,1,0.36
AND-OR/OR-AND,1,0.24
buffers and inverters,1,0.21
[cells by family after synthesis]
| logic type | synth area share |
|---|---|
| buf+inv | 0.03802 |
| compound gates | 0.1164 |
| simple gates | 0.2777 |
| fa+ha+maj | 0.01152 |
| xor+xnor | 0.1048 |
| flops | 0.4516 |
[layout by cell type, fill, tap and decap left out, drive strengths merged, types with 5 or more instances in the layout]
cell type / netlist / final
dfxtp: 23 / 23
nor2: 17 / 17
a21oi: 10 / 10
xnor2: 9 / 9
nand3: 8 / 8
inv: 7 / 7
nand2: 6 / 6
o21ai: 5 / 5
nand4: 5 / 5
or4: 5 / 5
[layer usage]
layer / up-vias / track usage / part of all wire
li1: 448 / - / -
met1: 378 / 0.04467 / 0.55
met2: 6 / 0.04392 / 0.42
met3: 0 / 0.009494 / 0.033
met4: 0 / 0.001650 / 0
met5: - / 0 / 0
[power groups by stage]
| stage | Clock [mW] | Combinational, mW | Sequential [mW] |
|---|---|---|---|
| 6_report | 0.241 | 0.000000200 | 0.356 |
| 5_1_grt | 0.264 | 0.000000200 | 0.356 |
| 4_1_cts | 0.253 | 0.000000200 | 0.356 |
Power and IR drop assume default switching activity.
