--- flow/config.mk ---
export PLATFORM = sky130hd
export DESIGN_NAME = FSM
export DESIGN_NICKNAME = FSM
export VERILOG_FILES = /design/flow/design.v
export SDC_FILE = /design/flow/constraint.sdc
export NUM_CORES = 4
export LEC_CHECK = 1
export CORE_AREA = 10 10 70 70
export DIE_AREA = 0 0 80 80
--- flow/constraint.sdc ---
current_design FSM

set clk_period 1.6
set clk_io_pct 0.2

create_clock -name clk0 -period $clk_period [get_ports {clk}]

set non_clock_inputs [all_inputs -no_clocks]
set_input_delay [expr $clk_period * $clk_io_pct] -clock clk0 $non_clock_inputs
set_output_delay [expr $clk_period * $clk_io_pct] -clock clk0 [all_outputs]
--- flow/design.v ---
module FSM(out,outscreen,in,clk);
output out;
input clk;
input [4:0] in;
output reg[27:0] outscreen;
reg out;
always @(posedge clk)
begin
case(in)
5'b00111:begin out=1'b0;outscreen= 28'b0001110000100011110011000111;end
5'b01110:begin out=1'b0;outscreen= 28'b0001110000100011110011000111;end
5'b11100:begin out=1'b0;outscreen= 28'b0001110000100011110011000111;end
5'b11001:begin out=1'b0;outscreen= 28'b0001110000100011110011000111;end
5'b11010:begin out=1'b0;outscreen= 28'b0001110000100011110011000111;end
5'b01101:begin out=1'b0;outscreen= 28'b0001110000100011110011000111;end
5'b10011:begin out=1'b0;outscreen= 28'b0001110000100011110011000111;end
5'b10110:begin out=1'b0;outscreen= 28'b0001110000100011110011000111;end
5'b10101:begin out=1'b1;outscreen= 28'b0001100000100000100100010010;end
5'b01011:begin out=1'b0;outscreen= 28'b0001110000100011110011000111;end 
default:begin out=1'b0;outscreen= 28'b1111111111111111111111111111; end
endcase
end 
endmodule
--- flow/run.sh ---
#!/bin/bash
# OpenROAD 26Q1-2900-gdf79404cd8, Yosys 0.63+post, stock flow scripts
make -C /OpenROAD-flow-scripts/flow DESIGN_CONFIG=/design/flow/config.mk WORK_HOME=/design/flow/orfs finish
==> run notes <==
run results: tool warnings 27, dominant logic cell types in the final layout sky130_fd_sc_hd__clkdlybuf4s50_1, sky130_fd_sc_hd__buf_4, sky130_fd_sc_hd__conb_1, starting density of the core 13.7%, tally of buffers added on design ports 29, most area-hungry cell type in the Yosys netlist sky130_fd_sc_hd__buf_4, DP Worst Slack -197 ps, portion of total power attributed to combinational logic 40.8%, Peak supply drop 0.205 mV, global route overflow 0, Total Routing Usage GR 3.47%, setup repair after global routing missed its margin no, Seq cells post-synth 4, first-pass iteration count of the detailed router 3, Final TNS setup 0 ps, final cell area excluding filler cells 707 µm², maximum clock frequency 646 MHz, Clk pwr share 29.6%, antenna violations before repair 0, CTS sink cnt 4, Die Y-Extent 80 µm, critical path class in -> reg, Critical Path Fanout Max 3, result of the run completed, buffer count from post-CTS setup fixing 0, Setup crit start kind input pin, yosys stat chip area 469 µm², DIE AREA 0.00640 mm², worst min path class in -> reg, switching part of the total 22.1%, number of diodes 0, Cell Pwr Density 575 mW/mm², maximum level of the CTS H-tree 1, worst-case setup margin in the final layout 50.9 ps, max-cap violation count 0, Distinct cells, synth 20, violation tally from detailed-route iteration zero 3, instance count of the mapped netlist 56, Worst Hold Slack 751 ps, wire length per cell after detailed routing 10.1 µm, total cells reported by yosys after synthesis 56, proportion of synthesized chip area in sequential cells 17.1%, sequential share of power 29.6%, placeable core area 0.00342 mm², DRC violation count after routing 0, Finish-stage setup viols 0, Worst EP required 1710 ps, critical path data arrival time 1660 ps, via count of the first global-routing pass 373, largest net degree at the start of global routing 14, Final Max Slew Viols 0, number of hold violations in the final report 0, most common cell after layout, fill and taps aside sky130_fd_sc_hd__clkdlybuf4s50_1, instance area after placement 671 µm², Area leader share 41.6%, via count of the routed design 353, placer's final routability congestion estimate 0.742, number of hold-repair buffers added at the cts stage 0, number of clock buffers inserted by TritonCTS 3, width of the die 80 µm, final period utilization 96.8%, Ys Warns 1, cell leakage power 0.000299 µW, internal power component 316 µW, Clock Path Buffers 2, HPWL after detailed placement 1.04 mm, post-synthesis area per instance 8.38 µm², start point of the critical path in[0], I/O pin total 35, min Tclk post-route 1550 ps, final cell utilization of the core 20.7%, global-route wire length before repair 1.81 mm, area grow syn2layout 50.7%, num rows 21, layout cell share with drive strength beyond 1 19.7%, detailed-route vias per instance 3.02, biggest area cells sky130_fd_sc_hd__buf_4, sky130_fd_sc_hd__dfxtp_1, sky130_fd_sc_hd__ha_1, clock tree from TritonCTS done, Syn Std Cell Area 469 µm², WL final 1.18 mm, crit path to outscreen[8], clock-pin slew on the worst setup and hold paths 30 ps, Clock Tree Root sky130_fd_sc_hd__clkbuf_4, category of the worst setup path capture point flop, number of nets with antenna violations after detailed routing 0, Switching Power 89.8 µW
## worst min-delay path by stage
| stage | from | end | slack [ps] | cells past startpoint |
|---|---|---|---|---|
| finish | in[0] | out | 750 | 3 |
| global route | in[0] | out | 760 | 3 |
| CTS | in[0] | out | 740 | 3 |
## worst max-delay path, cell delays in order
cell and delay (ps):
sky130_fd_sc_hd__clkdlybuf4s50_1 500, sky130_fd_sc_hd__inv_1 100, sky130_fd_sc_hd__ha_4 280, sky130_fd_sc_hd__a31o_2 150, sky130_fd_sc_hd__a21oi_1 30, sky130_fd_sc_hd__a311o_1 280
## through the flow
stage,instances,power (µW)
after floorplan,60,216
after global placement,114,283
after detailed placement,114,286
after CTS,117,411
after global routing,117,446
final,117,406
## metal layers
| layer | vias up | wire (µm) | track usage, % |
|---|---|---|---|
| met4 | 0 | 4 | 0.352 |
| met5 | - | 0 | 0 |
| met1 | 147 | 473 | 4.05 |
| li1 | 181 | - | - |
| met3 | 2 | 187 | 2.16 |
| met2 | 23 | 518 | 5.46 |
## synth_stat cells
| cell type | instances |
|---|---|
| sky130_fd_sc_hd__a311o_1 | 1 |
| sky130_fd_sc_hd__and3b_1 | 1 |
| sky130_fd_sc_hd__xor2_1 | 1 |
| sky130_fd_sc_hd__conb_1 | 1 |
| sky130_fd_sc_hd__nand2b_2 | 1 |
| sky130_fd_sc_hd__inv_1 | 3 |
| sky130_fd_sc_hd__buf_4 | 26 |
| sky130_fd_sc_hd__nand2_1 | 3 |
| sky130_fd_sc_hd__nand2b_4 | 1 |
| sky130_fd_sc_hd__a21oi_1 | 2 |
| sky130_fd_sc_hd__mux2i_1 | 2 |
| sky130_fd_sc_hd__ha_1 | 3 |
| sky130_fd_sc_hd__nand3_1 | 1 |
| sky130_fd_sc_hd__buf_6 | 1 |
| sky130_fd_sc_hd__dfxtp_1 | 4 |
| sky130_fd_sc_hd__xnor2_1 | 1 |
| sky130_fd_sc_hd__o21ai_0 | 1 |
| sky130_fd_sc_hd__nor3_1 | 1 |
| sky130_fd_sc_hd__o22ai_1 | 1 |
| sky130_fd_sc_hd__a31o_2 | 1 |
## state kept, by name, indices dropped and copies added, names as in the netlist
name,flops
outscreen,3
out,1
## power by group through the flow
| stage | Combinational [µW] | Clock, µW | Sequential [µW] |
|---|---|---|---|
| after global routing | 181 | 142 | 124 |
| after CTS | 165 | 124 | 121 |
| final | 166 | 120 | 120 |
## kinds of logic (layout without fill, tap and decap cells)
group | after synthesis | count (layout) | synth area share, %
flip-flops | 4 | 4 | 17.1
multiplexers | 2 | 2 | 4.27
buffers and inverters | 30 | 41 | 46.4
AND-OR/OR-AND | 6 | 6 | 8.53
AND/OR/NAND/NOR | 8 | 8 | 11.2
adder cells (fa/ha/maj) | 3 | 3 | 8.00
other | 1 | 5 | 0.799
XOR/XNOR | 2 | 2 | 3.73
## layout make-up
| cell class | count | area, µm² |
|---|---|---|
| clock buffers | 3 | 22.5 |
| fillers | 391 | 2710 |
| well taps | 46 | 57.6 |
| multi-input cells | 26 | 199 |
| repair buffers | 35 | 335 |
| flip-flops and latches | 4 | 81.3 |
| inverters | 3 | 11.3 |
## what timing repair did
item                                    in CTS  in global routing
resized                                      1                  1
pin swaps                                    0                  0
endpoints found under the setup margin      13                  2
No activity file was given, so power comes from the tool's default toggle rates.
